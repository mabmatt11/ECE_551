===== run.sh =====
#!/bin/bash
# OpenROAD 26Q1-2900-gdf79404cd8, Yosys 0.63+post, stock flow scripts
make -C /OpenROAD-flow-scripts/flow DESIGN_CONFIG=/design/flow/config.mk WORK_HOME=/design/flow/orfs finish

===== config.mk =====
export PLATFORM = sky130hd
export DESIGN_NAME = duty
export DESIGN_NICKNAME = duty
export VERILOG_FILES = /design/flow/design.v
export SDC_FILE = /design/flow/constraint.sdc
export NUM_CORES = 4
export LEC_CHECK = 1
export CORE_AREA = 10 10 110 110
export DIE_AREA = 0 0 120 120

===== constraint.sdc =====
current_design duty

set clk_period 16.6
set clk_io_pct 0.2

create_clock -name clk0 -period $clk_period

set non_clock_inputs [all_inputs -no_clocks]
set_input_delay [expr $clk_period * $clk_io_pct] -clock clk0 $non_clock_inputs
set_output_delay [expr $clk_period * $clk_io_pct] -clock clk0 [all_outputs]

===== design.v =====
module duty(ptch_D_diff_sat,ptch_err_sat,ptch_err_I,rev,mtr_duty);
localparam MIN_DUTY = 15'h03D4;  
input signed [6:0] ptch_D_diff_sat;
input signed [9:0] ptch_err_sat,ptch_err_I;
output rev;
output [11:0] mtr_duty;
wire signed [9:0] ptch_P_term,ptch_I_term;
wire signed [10:0] ptch_D_term;
wire signed [11:0] ptch_PID,ptch_PID_abs;
reg [11:0] x;
assign ptch_D_term = ptch_D_diff_sat*$signed(9);
assign ptch_P_term = (ptch_err_sat>>>1) + (ptch_err_sat>>>2);  
assign ptch_I_term = ptch_err_I>>>1;
assign ptch_PID = ptch_D_term + ptch_P_term + ptch_I_term;  
assign rev = ptch_PID[11];
always @* begin
  if (ptch_PID[11] == 1'b1) begin
     x = -ptch_PID;
  end 
  else begin
     x = ptch_PID;
  end
end
assign ptch_PID_abs = x;
assign mtr_duty = MIN_DUTY + ptch_PID_abs;  
endmodule

==> run notes <==
The count of hold-fix buffers inserted at cts is 0, and the detailed-route wire length is 4.17 mm. The number of warnings issued by yosys is 1, and the max-cap violation count is 0. For this run, the share of the core covered by cells in the final layout is 24.9%. Detailed routing placed a total of 1.93 mm of wire on met2.

The die covers 0.0144 sq mm. Family of cells with the greatest summed delay on the critical path: adder cells. The run gives 7.46 mm for the global-route wire length before repair. The cell with the most instances after synthesis is sky130_fd_sc_hd__inv_1. The top-area cell type share of the netlist area was 19.8%; the post-synthesis chip area from yosys was 0.00192 sq mm.

The global-route usage over all layers came out at 6.00%. Recorded from the global router log, the overflow total was 0. Measured along the y axis, the die boundary spans 120 um. The run gives 0 as the number of clock buffers in the layout.

Sorting the synthesized cells by how often they occur yields sky130_fd_sc_hd__inv_1 (43), sky130_fd_sc_hd__ha_1 (28), sky130_fd_sc_hd__xnor2_1 (22). With the share of the cycle needed by the critical path after routing at 79.8%, the fraction of layout cells with a size suffix above 1 is 6.30%. The run gives 40 for the count of pins on the block boundary.

The number of gates resized after cts came out at 0. The run gives 500 ps for the delay of the slowest cell on the worst path. The end-of-flow timing check tallies setup violations at 0. In this run the standard cell core region covers 0.00977 sq mm. The run finished with clean final reports. The count of mapped cells out of synthesis came out at 235. Once the floorplan was initialized, standard cells occupied 19.6% of the core. For the pin with the worst max-slew slack, the measured transition is 600 ps. Count of different cell masters after synthesis: 51.

The area added between synthesis and finish is 27.0%. Per the detail_route report, inserted antenna diodes total 0. Per the detail_route report, routed wire per instance is 10.3 um. The largest net degree at the start of global routing was 14.

According to the hold report, the worst path is of the in2out type. For the number of antenna violations at the first check in global routing, the log shows 0. In this run the horizontal extent of the chip is 120 um. Yosys stat counts 235 cells in the synthesized netlist. The critical path contains buffers and inverters numbering 6 combined.

The critical path in this run is classified as in2out. The final weighted congestion recorded by global placement is 0.799. Fill cells in the final layout number 1065. In this run the remaining antenna-violating nets after routing total 0. The final timing report lists a max-slew violation count of 0. The run gives 9930 ps for the worst endpoint data arrival time. In this run the core area contains 36 standard-cell rows. The average cell area after synthesis works out to 8.16 sq um. The highest achievable clock rate came out at 75.5 MHz. The main area contributors are sky130_fd_sc_hd__fa_1 (20%), sky130_fd_sc_hd__ha_1 (18%), sky130_fd_sc_hd__xnor2_1 (10%). Per the log, the first TritonRoute iteration ended with a DRC count of 41.

The required time of the critical path came out at 13280 ps. The final timing report lists a hold violation count of 0. Number of port buffers: 38. Category of the worst setup path launch point: a primary input. Kind of end point of the critical path: an output pin. The script computed a power per unit cell area of 245 mW/mm^2.

Setup repair after global routing left no endpoint under its margin. Of all nets on the critical path, the largest fanout is 13. Setup TNS: 0 ps. The worst VDD IR drop from the latest analysis is 69.6 uV. For the number of setup buffers added after CTS, the log shows 0. The via count of the first global-routing pass was 1700. Of all cell types, the one taking the most synthesized area is sky130_fd_sc_hd__fa_1.

The routed wire length on met3 was 192 um. The most numerous cell type found on the critical path is sky130_fd_sc_hd__ha_1. The number of warnings reported in the stage logs is 34. The routed layout has 1673 vias. With the total power draw at 0.000596 W, the average vias per placed instance is 4.15.

The layout report lists the combined flip-flop and latch area as 0 sq um. The number of sequential cells reported for the layout is 0. The run gives 0 for the DRC violation count after routing. The static power due to leakage came out at 1.07 nW. The tools report the number of detailed-routing iterations run before antenna repair as 4. Signal nets in the final route climb as high as met3.

The routed wirelength on the met1 layer is recorded as 2.05 mm. Before any placement, the netlist area is recorded as 0.00192 sq mm. The sequential share of the synthesized area was 0%; the HPWL reported at the end of detailed placement was 3.80 mm. Critical-path cell with the highest stage delay: sky130_fd_sc_hd__clkdlybuf4s50_1. The shortest clock period the worst path allows after layout is 13250 ps, and the worst relative slew slack is 59.9%.
==> power breakdown <==
part,internal (W),leakage [nW],switching [W],total (W)
clock,0,0,0,0
sequential,0,0,0,0
combinational,0.000325,1.07,0.000270,0.000596
total,0.000325,1.07,0.000270,0.000596
==> stage by stage <==
step                      hold slack, ps  worst slack, ps  std cells  area [sq um]
after floorplan                     6790             5000        235          1920
after global placement              7920             3360        403          2430
after detailed placement            7920             3350        403          2430
after CTS                           7930             3310        403          2430
after global routing                7990             2760        403          2430
final                               7900             3350        403          2430
==> cell families after synthesis <==
logic type | synth area share, %
AND/OR/NAND/NOR | 15.1
XOR/XNOR | 14.0
multiplexers | 1.04
AND-OR/OR-AND | 21.5
adder cells (fa/ha/maj) | 38.1
buffers and inverters | 10.2
==> final timing paths <==
| path | start | endpoint | slack [ps] | depth (start not counted) |
|---|---|---|---|---|
| worst max-delay path | ptch_D_diff_sat[1] | mtr_duty[8] | 3350 | 30 |
| worst min-delay path | ptch_D_diff_sat[0] | mtr_duty[0] | 7900 | 3 |
==> placed cells by master, fill, tap and decap left out, types with 2 or more instances in the layout <==
cell type / count
sky130_fd_sc_hd__nand2_1: 8
sky130_fd_sc_hd__ha_1: 28
sky130_fd_sc_hd__nand4_1: 2
sky130_fd_sc_hd__o21ai_0: 8
sky130_fd_sc_hd__a31oi_1: 2
sky130_fd_sc_hd__nor4_2: 2
sky130_fd_sc_hd__o211ai_1: 3
sky130_fd_sc_hd__o31ai_1: 2
sky130_fd_sc_hd__inv_1: 43
sky130_fd_sc_hd__mux2i_1: 2
sky130_fd_sc_hd__nor2_1: 15
sky130_fd_sc_hd__xnor2_1: 22
sky130_fd_sc_hd__a211o_1: 3
sky130_fd_sc_hd__fa_1: 19
sky130_fd_sc_hd__clkdlybuf4s50_1: 38
sky130_fd_sc_hd__a21oi_1: 11
sky130_fd_sc_hd__nor3_1: 4
sky130_fd_sc_hd__nand3_1: 7
sky130_fd_sc_hd__o21ai_1: 4
sky130_fd_sc_hd__o22ai_1: 3
sky130_fd_sc_hd__and2_1: 2
sky130_fd_sc_hd__or2_2: 3
sky130_fd_sc_hd__a211oi_1: 3
sky130_fd_sc_hd__and3_1: 2
sky130_fd_sc_hd__xor2_1: 5
sky130_fd_sc_hd__a21o_1: 4
sky130_fd_sc_hd__a32o_1: 2
==> worst min-delay path, cell delays in order <==
cell and delay, ps:
sky130_fd_sc_hd__clkdlybuf4s50_1 530, sky130_fd_sc_hd__ha_1 300, sky130_fd_sc_hd__clkdlybuf4s50_1 430
==> metal layers <==
| metal | up-vias | GRT usage (%) |
|---|---|---|
| met4 | 0 | 0 |
| met1 | 758 | 8.22 |
| met5 | - | 0 |
| li1 | 879 | - |
| met3 | 0 | 0.809 |
| met2 | 36 | 10.5 |
==> layout make-up <==
type,count,area [sq um],share of cell area (%)
inverter,44,165,6.79
multi-input combinational,188,1720,70.7
timing repair buffer,38,380,15.6
tap,133,166,6.84
No activity file was given, so power comes from the tool's default toggle rates.
