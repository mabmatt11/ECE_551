==> flow/design.v <==
module piezo(clk, rst_n, en_steer, ovr_spd, batt_low, drive, drive_n);
	input en_steer, ovr_spd, batt_low, clk, rst_n;
	output drive, drive_n;
	reg[31:0] cnt;
	wire steer, ovr, batt, sec;
	always_ff @(posedge clk, negedge rst_n) begin
		if(!rst_n)
			cnt <= 32'd0;
		else
			cnt <= cnt + 1;
	end
	assign steer = cnt[15];  
	assign ovr = cnt[12];  
	assign batt = cnt[14];  
	assign sec = cnt[25];  
	assign drive_n = ~drive;
	assign drive = sec ? en_steer ? steer : batt_low & ovr_spd ? batt ^ ovr : 
					batt_low ? batt : ovr_spd ? ovr : 0 : 0;
endmodule
==> flow/run.sh <==
#!/bin/bash
# OpenROAD 26Q1-2900-gdf79404cd8, Yosys 0.63+post, stock flow scripts
make -C /OpenROAD-flow-scripts/flow DESIGN_CONFIG=/design/flow/config.mk WORK_HOME=/design/flow/orfs finish
==> flow/config.mk <==
export PLATFORM = sky130hd
export DESIGN_NAME = piezo
export DESIGN_NICKNAME = piezo
export VERILOG_FILES = /design/flow/design.v
export SDC_FILE = /design/flow/constraint.sdc
export NUM_CORES = 4
export LEC_CHECK = 1
export CORE_AREA = 10 10 113 113
export DIE_AREA = 0 0 123 123
==> flow/constraint.sdc <==
current_design piezo

set clk_period 6.1
set clk_io_pct 0.2

create_clock -name clk0 -period $clk_period [get_ports {clk}]

set non_clock_inputs [all_inputs -no_clocks]
set_input_delay [expr $clk_period * $clk_io_pct] -clock clk0 $non_clock_inputs
set_output_delay [expr $clk_period * $clk_io_pct] -clock clk0 [all_outputs]
==> impl_metrics.yaml <==
# flow metrics
cts:
  htreeDepth: 1
  path_clk_slew_ns: 0.09
  ctsResizeCount: 0
  cts_setup_buffers: 0
  hold_buffers: 0
  cts.sinks: 26
  clock-root-buffer: "clkbuf_8"
  cts_buffer_depth: 2
  cts_tree: "yes"
  clkLatencyLatePin_ns: 0.26
  cts_buffers: 3
routing:
  avgViaCountPerCell: 2.98
  drc: 0
  vias: 742
  avgRoutedWirePerCell_um: 7.46
  insertedDiodeCount: 0
  drt_iter0_markers: 21
  wl_um: 1860
  ant_nets: 0
  first_pass_iters: 4
place:
  dpl_worst_slack_ns: 2.30
  place_congestion: 0.841
  io_buffers: 6
  dp_hpwl_um: 1280
final_timing:
  tightest_slew_ns: 0.446
  fin_worst_skew_ns: 0.00527
  setup_viol: 0
  setup_ws_ns: 2.30
  rsz0062_at_grt: "no"
  hold_violations: 0
  relSlewSlack_pct: 70.2
  finalCriticalPeriod_ns: 3.80
  finalCritPeriodShare_pct: 62.3
  fin_tns_setup_ns: 0
  slew_viol_final: 0
  fmaxAchievable_mhz: 263
synthesis:
  ys_area_um2: 1170
  largest_area_cell: "dfrtp_1"
  yosys-top-cells-area: "dfrtp_1 55%, xnor2_1 14%, nand4_1 5.9%"
  yosys_warnings: 1
  post_synth_num_cell_types: 19
  syn_inst: 104
  synth_stat.cells: 104
  synth_area_um2: 1170
  yosys.stat.seqShare_pct: 55.4
  avgSynthCellArea_um2: 11.3
  top_area_share_pct: 55.4
  ys.flops: 26
status:
  status: "finished, final reports clean"
setup_path:
  crit_required_ns: 4.88
  crit_path_end_kind: "primary output"
  reg2reg_slack_ns: 4.51
  criticalPathCategory: "input pin to primary output"
  critPathLaunchType: "input pin"
  arrival_ns: 2.58
  path_max_fanout: 2
cells_and_area:
  fillers: 1134
  regMostFlops: "cnt"
  top_regs: "cnt: 26 flops"
  final_cell_mix: "26 x dfrtp_1, 19 x xnor2_1, 11 x nand4_1"
  ff_latch_area_um2: 651
  layout_top_cell: "dfrtp_1"
  final_layout_size_suffix_gt1_share_pct: 7.08
  combGateArea_um2: 502
  largest_reg_flops: 26
  syn_to_final_growth_pct: 23.1
global_routing:
  global_route.usage.total_pct: 2.69
  antenna_found_initial: 0
  grt_pass1_wl_um: 3390
  grt-ovfl-total: 0
  grt_pass1_vias: 751
  grt_max_degree: 27
floorplanning:
  fp_util_pct: 11.4
  ioPinCount: 7
  fp.dieW_um: 123
  die_h_um: 123
  die_area_um2: 15100
  core_area_um2: 10300
  row_count: 37
power:
  power_density_nw_per_um2: 188
  ir_drop_uv: 91.5
  leakage_nw: 0.598
  total_power_mw: 0.272
run:
  maxCapViolations: 0
  log.warning_count: 25
hold_path:
  worstHoldPathType: "flop to flop"
## synth_stat cells (all sizes together)
cell	n
and2	1
and3	5
and4	1
buf	1
dfrtp	26
ha	1
inv	4
nand2	9
nand2b	1
nand3	8
nand4	12
nor2	5
nor3	4
o211ai	1
xnor2	19
xor2	6
## routing by layer
metal	share of wire [%]	up-vias	global-route usage, %	wire length, um
li1	-	379	-	-
met1	55	348	3.77	1020
met2	37	13	3.85	678
met5	0	-	0	0
met4	0.86	0	0.218	16
met3	7.6	2	1.30	142
## worst max-delay path: stages
cell,delay (ns)
clkdlybuf4s50_1,0.45
nand2_1,0.06
xor2_1,0.16
o211ai_1,0.19
clkdlybuf4s50_1,0.50
## worst paths after layout
kind	cells after the start	startpoint	to
worst max-delay path	5	ovr_spd	drive_n
max in group asynchronous	2	rst_n	cnt[3]
min in group asynchronous	2	rst_n	cnt[12]
worst min-delay path	1	cnt[13]	cnt[13]
worst max register to register	5	cnt[0]	cnt[18]
worst min register to register	1	cnt[13]	cnt[13]
## power by group
group          switching, mW  internal, mW
combinational        0.00374       0.00273
sequential                 0         0.172
clock                 0.0492        0.0441
total                 0.0529         0.219
## area by class of cell
cell class                 count  area share [%]
clock buffer                   3            2.85
inverter                       4            1.04
multi-input combinational     73            34.7
sequential                    26            45.0
tap                          136            11.8
timing repair buffer           7            4.67
## metrics by stage
step | area (um2) | std cells | hold slack (ns) | utilization [%]
final | 1450 | 249 | 0.471 | 14.0
after detailed placement | 1410 | 246 | 0.460 | 13.6
after CTS | 1450 | 249 | 0.476 | 14.0
after global routing | 1450 | 249 | 0.491 | 14.0
after global placement | 1410 | 246 | 0.458 | 13.6
after floorplan | 1170 | 104 | 0.438 | -
## logic make-up (layout without fill, tap and decap cells)
group	count (synthesis)	in the layout	share of synthesized area, %
fa+ha+maj	1	1	1.06
xor+xnor	25	25	18.6
simple gates	46	46	22.4
buf+inv	5	14	1.92
compound gates	1	1	0.639
flops	26	26	55.4
Power figures rest on the tool's default switching activity, not on a simulated workload.
