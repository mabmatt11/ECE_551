==> flow/design.v <==
module SPI_mstr16(clk,rst_n,MISO,wrt,cmd,done,rd_data,MOSI,SS_n,SCLK);
input clk,rst_n;  
input MISO,wrt;  
input [15:0] cmd;  
output logic done,SS_n;  
output MOSI,SCLK;  
output [15:0] rd_data;  
logic [4:0] sclk_div;  
logic MISO_sample;  
logic [15:0] shft_reg_in;  
logic [15:0] shft_reg;  
logic [3:0] bit_cnt;  
logic set_done; 
logic clr_done;  
logic rst_cnt;  
logic shft;  
logic smpl;  
typedef enum reg [1:0] {FRONT_PORCH,IDLE,WORKING,BACK_PORCH} state_t;
state_t state, nxt_state;
always_ff @(posedge clk, negedge rst_n)
  if (!rst_n)
     sclk_div <= 5'b10111;
  else if (rst_cnt)
     sclk_div <= 5'b10111;
  else
     sclk_div <= sclk_div + 1;
assign SCLK = sclk_div[4];
always_ff @(posedge clk, negedge rst_n)
  if (!rst_n)
     MISO_sample <= 1'b0;
  else if (smpl)
     MISO_sample <= MISO;
assign shft_reg_in = {shft_reg[14:0], MISO_sample};
always_ff @(posedge clk, negedge rst_n)
  if (!rst_n)
     shft_reg <= 16'h0000;
  else if (wrt)
     shft_reg <= cmd;
  else if (shft)
     shft_reg <= shft_reg_in; 
assign rd_data = shft_reg;
assign MOSI = shft_reg[15];
always_ff @(posedge clk, negedge rst_n)
  if (!rst_n)
     bit_cnt <= 4'b0000;
  else if (bit_cnt == 15 || state == IDLE)
     bit_cnt <= 4'b0000;
  else if (shft)
     bit_cnt <= bit_cnt + 1;
always_ff @(posedge clk, negedge rst_n)
  if (~rst_n)
     state <= IDLE;
  else
     state <= nxt_state;
always_comb begin
  set_done = 1'b1;  
  smpl = 1'b0;
  shft = 1'b0;
  rst_cnt = 1'b1;
  clr_done = 1'b0;
  nxt_state = IDLE;
  case (state)
    IDLE : if (wrt) begin  
	    set_done = 1'b0;  
       rst_cnt = 1'b0;  
       clr_done = 1'b1;
       nxt_state = FRONT_PORCH;
     end
    FRONT_PORCH : if (sclk_div == 5'b01111) begin  
       smpl = 1'b1;  
       set_done = 1'b0;  
       rst_cnt = 1'b0;
       nxt_state = WORKING;
     end
     else begin
       nxt_state = FRONT_PORCH;
       set_done = 1'b0;  
       rst_cnt = 1'b0;
     end
     WORKING : if (sclk_div == 5'b01111) begin  
       smpl = 1'b1;  
       set_done = 1'b0;  
       rst_cnt = 1'b0;
       nxt_state = WORKING;
     end
     else if (sclk_div == 5'b11111) begin  
       shft = 1'b1;  
       set_done = 1'b0;  
       rst_cnt = 1'b0;
       nxt_state = WORKING;
     end 
     else if (bit_cnt == 15) begin  
       set_done = 1'b0;  
       rst_cnt = 1'b0;
       nxt_state = BACK_PORCH;
     end
     else begin
       set_done = 1'b0;  
       rst_cnt = 1'b0;
       nxt_state = WORKING;
     end 
     BACK_PORCH : if (sclk_div == 5'b11111) begin  
       nxt_state = IDLE;
       shft = 1;
     end
     else if (sclk_div == 5'b01111) begin  
       nxt_state = BACK_PORCH;
       smpl = 1;
       set_done = 1'b0;
       rst_cnt = 1'b0;
     end
     else begin
       nxt_state = BACK_PORCH;  
       set_done = 1'b0;
       rst_cnt = 1'b0;
     end
     default : begin  
       set_done = 1'b1;
       smpl = 1'b0;
       shft = 1'b0;
       rst_cnt = 1'b1;
       clr_done = 1'b0;
       nxt_state = IDLE;
     end
  endcase
end
always_ff @(posedge clk, negedge rst_n)
  if (!rst_n) begin
    SS_n <= 1'b1;  
    done <= 1'b0;
  end
  else if (set_done) begin  
    SS_n <= 1'b1;  
    done <= 1'b1;  
  end
  else if (clr_done) begin  
    SS_n <= 1'b0;  
    done <= 1'b0;  
  end
  else begin
    SS_n <= 1'b0;  
    done <= 1'b0;  
  end
endmodule       
module A2D_intf(clk,rst_n,nxt,lft_ld,rght_ld,batt,SS_n,SCLK,MOSI,MISO);
input clk,rst_n;
input nxt;
output SS_n,SCLK,MOSI;
input MISO;
output logic [11:0] lft_ld,rght_ld,batt;
logic [15:0] cmd,rd_data;
logic done,wrt,update;
logic lft_en,rght_en,batt_en;
logic [1:0] rr_cnt;
typedef enum reg [1:0] {IDLE,SEND1,WAIT,SEND2} state_t;
state_t state, nxt_state;
SPI_mstr16 MAST(.clk(clk),.rst_n(rst_n),.wrt(wrt),.done(done),.SS_n(SS_n),
                .rd_data(rd_data),.cmd(cmd),.SCLK(SCLK),.MOSI(MOSI),.MISO(MISO));
always_ff @(posedge clk, negedge rst_n)
  if (!rst_n)
    state <= IDLE;
  else
    state <= nxt_state;
always_comb begin
  wrt = 0;
  update = 0;
  nxt_state = IDLE;
  case (state)
    IDLE : if (nxt) begin
      wrt = 1;
      update = 0;
      nxt_state = SEND1;
    end
    SEND1 : if (!done) begin
      wrt = 0;
      update = 0;
      nxt_state = SEND1;
    end
    else if (done) begin
      wrt = 0;
      update = 0;
      nxt_state = WAIT;
    end
    WAIT : begin
      nxt_state = SEND2;
      wrt = 1;
      update = 0;
    end
    SEND2 : if (!done) begin
      wrt = 0;
      update = 0;
      nxt_state = SEND2;
    end
    else if (done) begin
      wrt = 0;
      update = 1;
      nxt_state = IDLE;
    end
    default : begin
      wrt = 0;
      update = 0;
      nxt_state = IDLE;
    end 
  endcase
end
always_ff @(posedge clk, negedge rst_n)
  if (!rst_n)
    rr_cnt <= 2'b00;
  else if (update && rr_cnt != 2'b10) 
    rr_cnt <= rr_cnt + 1;
  else if (update && rr_cnt == 2'b10)
    rr_cnt <= 2'b00;
  else 
    rr_cnt <= rr_cnt;
assign lft_en = (rr_cnt == 2'b00) ? 1'b1 : 1'b0;
assign rght_en = (rr_cnt == 2'b01) ? 1'b1 : 1'b0;
assign batt_en = (rr_cnt == 2'b10) ? 1'b1 : 1'b0;
assign cmd = (rr_cnt == 2'b00) ? 16'h0000 :
             (rr_cnt == 2'b01) ? 16'h2000 :
                                 16'h2800;
always_ff @(posedge clk, negedge rst_n)
  if (!rst_n)
    lft_ld <= 12'h000;
  else if (lft_en)
    lft_ld <= rd_data[11:0];
  else
    lft_ld <= lft_ld;          
always_ff @(posedge clk, negedge rst_n)
  if (!rst_n)
    rght_ld <= 12'h000;
  else if (rght_en)
    rght_ld <= rd_data[11:0];
  else
    rght_ld <= rght_ld; 
always_ff @(posedge clk, negedge rst_n)
  if (!rst_n)
    batt <= 12'h000;
  else if (batt_en)
    batt <= rd_data[11:0];
  else
    batt <= batt; 
endmodule
==> flow/run.sh <==
#!/bin/bash
# OpenROAD 26Q1-2900-gdf79404cd8, Yosys 0.63+post, stock flow scripts
make -C /OpenROAD-flow-scripts/flow DESIGN_CONFIG=/design/flow/config.mk WORK_HOME=/design/flow/orfs finish
==> flow/config.mk <==
export PLATFORM = sky130hd
export DESIGN_NAME = A2D_intf
export DESIGN_NICKNAME = A2D_intf
export VERILOG_FILES = /design/flow/design.v
export SDC_FILE = /design/flow/constraint.sdc
export NUM_CORES = 4
export LEC_CHECK = 1
export CORE_UTILIZATION = 30
==> flow/constraint.sdc <==
current_design A2D_intf

set clk_period 2.7
set clk_io_pct 0.2

create_clock -name clk0 -period $clk_period [get_ports {clk}]

set non_clock_inputs [all_inputs -no_clocks]
set_input_delay [expr $clk_period * $clk_io_pct] -clock clk0 $non_clock_inputs
set_output_delay [expr $clk_period * $clk_io_pct] -clock clk0 [all_outputs]
==> flow_summary.ini <==
; yosys + openroad results
[run_status]
status = completed

[run]
warning_count = 30
max_cap_violations = 0

[clocking]
clkLatencyLatePin_ns = 0.34
cts_tree = built
ctsHtreeMaxLevel = 3
clk_path_buf_depth = 2
cts_buffers = 9
cts_root_buf = clkbuf_8
path_clk_slew_ns = 0.08
hold_buffers = 0
ctsResizeCount = 0
post-cts-setup-buffers = 0
clock_sinks = 74

[worst_setup_path]
crit_type = flip-flop to flip-flop
r2r_slack_ns = 0.44
slowest_stage = dfstp_2
worst_path_most_repeated_cell = ha_1
startpoint_type = flip-flop
arrival_ns = 2.51
crit_chain = ha_1 -> and3_1 -> ha_1 -> a22o_1 -> buf_4 -> nand2_1 -> a21oi_1
cp_max_fo = 14
r2r_start = MAST.sclk_div[0]$_DFF_PN1_
end_kind = flip-flop
timing.rr.end = MAST.shft_reg[15]$_DFFE_PN0P_
cp_top_family = AND-OR/OR-AND gates
worstPathRequired_ns = 2.96
crit_buf_inv = 1
max_stage_delay_ns = 0.55
r2r_cells = 7

[cells_and_area]
area_growth_syn_to_layout_pct = 26.3
drive_gt1_share_pct = 28.0
fin_util_pct = 39.2
lay_top_cells = dfrtp_1 (67), clkdlybuf4s50_1 (41), mux2_2 (37)
largest_reg_flops = 16
final_area_mm2 = 0.00383
lay_top_count = dfrtp_1

[global_routing]
grt_pass1_wl_um = 9320
grt_overflow = 0
grt_start_max_net_pins = 75
grt_usage_pct = 11.9
grt_pass1_vias = 1831
antenna_found_initial = 0

[drt]
first_pass_iters = 4
wl_per_cell_um = 13.1
num_vias = 1907
via_per_inst = 4.52
drc = 0
num_antenna_cells = 0
ant_nets = 0
drt_iter0_drc = 117
wirelength_um = 5510

[placed_design]
dp_hpwl_um = 3630
place_congestion = 0.781
postPlaceCellArea_mm2 = 0.00362
port_buffers = 42

[sta]
max_freq_mhz = 443
finalMaxSlewViolations = 0
hold_viol = 0
relSlewSlack_pct = 49.8
fin_skew_ns = 0.00912
setup_viol = 0
tightest_slew_ns = 0.753
rsz0062_at_grt = false
finalCritPeriodShare_pct = 83.6
tns_ns = 0
period_needed_ns = 2.26

[floorplanning]
coreArea_mm2 = 0.00977
ioPinCount = 43
chipArea_mm2 = 0.0105
die_h_um = 103
die_x_um = 103
row_count = 36
fp_util_pct = 31.0

[synthesis]
postSynthCellCount = 233
syn_area_per_cell_um2 = 13.0
netlist.area_leader.share_pct = 55.3
synth_cell_types = 35
syn_area_mm2 = 0.00303
ys_warn_count = 2
ys.flops = 74
synth_chip_area_mm2 = 0.00303
yosys_cells = 233
edf_count = 0
flop_cell = dfrtp_1
largest_area_cell = dfrtp_1
area_leaders = dfrtp_1 (55%), mux2_2 (14%), dfstp_2 (6.1%)
async_reset_ff_share_pct = 100
yosys.stat.seqShare_pct = 61.3

[power]
leakagePower_nw = 1.76
power_density_mw_per_mm2 = 801
finalPower_mw = 3.07
irDropWorstVdd_mv = 0.503

[min_path]
hold_path.class = primary input to asynchronous set/reset pin
[how the worst max path moves through the flow]
| stage | startpoint | depth (start not counted) | end | slack (ns) |
|---|---|---|---|---|
| CTS | MAST.sclk_div[0]$_DFF_PN1_ | 7 | MAST.shft_reg[3]$_DFFE_PN0P_ | 0.43 |
| global route | MAST.sclk_div[0]$_DFF_PN1_ | 7 | MAST.shft_reg[3]$_DFFE_PN0P_ | 0.24 |
| finish | MAST.sclk_div[0]$_DFF_PN1_ | 7 | MAST.shft_reg[15]$_DFFE_PN0P_ | 0.44 |
[per-stage QoR]
| step | instances | hold slack [ns] | worst slack, ns |
|---|---|---|---|
| 3_5_place_dp | 406 | 0.453 | 0.455 |
| 6_report | 422 | 0.215 | 0.442 |
| 3_3_place_gp | 406 | 0.441 | 0.489 |
| 4_1_cts | 422 | 0.225 | 0.427 |
| 2_1_floorplan | 233 | 0.244 | 0.881 |
| 5_1_grt | 422 | 0.237 | 0.241 |
[per-layer routing]
metal / track usage [%] / share of wire, % / vias to the layer above
met1: 19.3 / 48 / 953
met4: 1.21 / 0.80 / 0
met5: 0 / 0 / -
met3: 3.51 / 5.5 / 5
met2: 17.0 / 46 / 42
li1: - / - / 907
[synth_stat cells, drive strengths merged (2+ instances only)]
master	instances
a21oi	18
nor3	3
xnor2	2
nand2b	2
inv	8
nand2	36
and3	2
a21o	2
buf	8
a22o	3
mux2	37
dfrtp	67
a31oi	2
ha	9
o21ai	6
nand3	2
mux2i	3
or2	3
a22oi	2
dfstp	7
nor2	5
[logic make-up (layout without fill, tap and decap cells)]
family	Yosys count	count (layout)	synth area share (%)
DFF	74	74	61.3
buffers and inverters	16	72	2.68
adders and majority gates	9	9	3.71
xor gates and xnor gates	3	3	0.866
muxes	40	40	14.7
and+or+nand+nor	56	56	8.33
AOI/OAI and AO/OA	35	35	8.33
[area by class of cell]
| cell class | instances | area [um^2] |
|---|---|---|
| clock buffer | 10 | 128 |
| timing repair buffer | 48 | 473 |
| multi-input combinational | 143 | 1090 |
| clock inverter | 6 | 82.6 |
| fill | 905 | 5940 |
| inverter | 8 | 30.0 |
| sequential | 74 | 1860 |
| tap | 133 | 166 |
[power by group]
| part | switching, mW | internal (mW) |
|---|---|---|
| registers | 0.110 | 1.29 |
| clock network | 0.403 | 0.516 |
| logic | 0.396 | 0.357 |
